`/design/flow/config.mk`:
```
export PLATFORM = sky130hd
export DESIGN_NAME = reg_file
export DESIGN_NICKNAME = reg_file
export VERILOG_FILES = /design/flow/design.v
export SDC_FILE = /design/flow/constraint.sdc
export NUM_CORES = 4
export LEC_CHECK = 1
export CORE_UTILIZATION = 50
```
`/design/flow/constraint.sdc`:
```
current_design reg_file

set clk_period 13.3
set clk_io_pct 0.2

create_clock -name clk0 -period $clk_period [get_ports {clk}]

set non_clock_inputs [all_inputs -no_clocks]
set_input_delay [expr $clk_period * $clk_io_pct] -clock clk0 $non_clock_inputs
set_output_delay [expr $clk_period * $clk_io_pct] -clock clk0 [all_outputs]
```
`/design/flow/design.v`:
```
module reg_file (
    input logic clk,
    input logic reset,
    input logic [4:0] rd1_addr,
    input logic [4:0] rd2_addr,
    input logic [4:0] wr_addr,
    input logic [31:0] wr_data,
    input logic write_en,
    output logic [31:0] rd1_data,
    output logic [31:0] rd2_data
);
assign rd1_data = rd1_addr == 0 ? 32'b0 : rd1_addr == wr_addr & write_en ? wr_data : registers[rd1_addr];
assign rd2_data = rd2_addr == 0 ? 32'b0 : rd2_addr == wr_addr & write_en ? wr_data : registers[rd2_addr];
logic [31:0] registers [31:0];
always_ff @(posedge clk or posedge reset) begin
    if (reset) begin
        for (int i = 0; i < 32; i++) begin
            registers[i] <= 32'b0;
        end
    end else if (write_en) begin
        registers[wr_addr] <= wr_data;
    end
end
endmodule
```
`/design/flow/run.sh`:
```
#!/bin/bash
# OpenROAD 26Q1-2900-gdf79404cd8, Yosys 0.63+post, stock flow scripts
make -C /OpenROAD-flow-scripts/flow DESIGN_CONFIG=/design/flow/config.mk WORK_HOME=/design/flow/orfs finish
```
==> reports/results.ini <==
[layout]
layout_top_cell = dfrtp_1
largest_register_ffs = 992
final_area_sq_mm = 0.0568
register_area_sq_mm = 0.0248
area_growth_pct = 12.9
final_cell_mix = 992 x dfrtp_1, 980 x mux2_2, 484 x a22oi_1
final_util_pct = 57.3
top_regs = registers: 992 flops
comb_area_sq_mm = 0.0239
regMostFlops = registers
drive_above_1_share_pct = 34.6
num-fill-cells = 8156

[run]
warnings = 34
cap_violations = 0

[clock_tree]
clock_latency_ps = 700
cts_sinks = 992
cts.clk_slew.worst_paths_ps = 50
cts_resized = 0
cts_hold_buf = 0
clockBufferDepth = 3
cts_tree = yes
numCtsBuffers = 106
cts_setup_buffers = 0
htreeDepth = 3
cts-root-buf = clkbuf_16

[global_route]
antenna_found_initial = 13
gr-usage-all-layers_pct = 52.8
grt_max_degree = 114
grt_pass1_wl_mm = 351
grt_pass1_vias = 43100
overflow = 0

[critical_path]
crit_path_start_kind = input port
cp_slowest_stage_delay_ps = 850
r2r_start = registers[12][13]$_DFFE_PP0P_
end_kind = primary output
rrSetupSlack_ps = 12380
cpMaxStageDelayCell = nor2_4
reg2regPathDepth = 1
rr_endpoint = registers[12][13]$_DFFE_PP0P_
crit_arrival_ps = 7200
critical_path_class = in -> out
cp.required_ps = 10640
worstPathCellList = clkdlybuf4s50_1, buf_4, or2b_1, nor2_4, buf_4, a32oi_1, nand4_1, nor3_1, o21ai_1, clkdlybuf4s50_1
path_max_fanout = 26

[yosys]
seq_area_frac_synth_pct = 49.4
top_area_share_pct = 49.4
yosysTopAreaCell = dfrtp_1
async_flop_share_pct = 100
ys_types = 72
synthFlopType = dfrtp_1
synth-seq-cells = 992
yosys_warnings = 2
synth_chip_area_sq_mm = 0.0503
edf_count = 0
synthCells = 4226
netlist_area_sq_mm = 0.0503
postSynthAreaPerCell_sq_um = 11.9
yosysCellCount = 4226
ys_top_cells_by_area = dfrtp_1 49%, mux2_2 22%, a22oi_1 7.2%

[routing]
postRouteAntennaNets = 0
drtIter0Drc = 5694
first_pass_iters = 7
vias = 44100
drc = 0
viasPerCell = 7.85
wl_per_cell_um = 45.5
drt-total-wl_mm = 256

[placed_design]
dp_hpwl_mm = 148
io_buffers = 113
placed_cell_area_sq_mm = 0.0531
routabilityCongestion = 1.04

[final_timing]
relSlewSlack_pct = 24.2
worst_pin_slew_ps = 1130
whs_ps = 517
hold_viol = 0
max_freq_ghz = 0.101
period_needed_ps = 9860
tns_ps = 0
fin_crit_sh_pct = 74.1
finalSetupViolCount = 0
rsz0062_at_grt = false
drv_slew = 0
skew_ps = 0

[power_and_ir_drop]
p_per_area_mw_per_mm2 = 151
total_leakage_power_nw = 24.1
ir_drop_mv = 0.121

[floorplan]
rows = 115
die_h_um = 319
fp_util_pct = 50.8
ios = 114
die_w_um = 319
coreArea_sq_mm = 0.0990
die-area_sq_mm = 0.102

[min_path]
hp-start = registers[1][24]$_DFFE_PP0P_
hold_depth = 1
hp-class = reg -> reg
hold_path_end = registers[1][24]$_DFFE_PP0P_

[outcome]
status = finished, final reports clean

-- critical path, delay by kind of cell --
family	cells	cell delay [ps]
buf+inv	4	2180
compound gates	2	660
simple gates	4	1600
-- synthesized netlist by cell type, types with 82 or more instances --
cell type and n:
buf_2 174, nand4_1 129, mux2_2 980, a22o_1 180, nand3_1 101, o21ai_0 85
a221oi_1 178, clkbuf_1 163, nand2_1 147, a22oi_1 484, dfrtp_1 992, nor2_1 82
-- per-stage QoR --
| step | power (W) | setup slack (ps) | std cells |
|---|---|---|---|
| CTS | 0.00851 | 3760 | 5603 |
| floorplan | 0.00480 | -3030 | 4226 |
| finish | 0.00856 | 3440 | 5617 |
| detailed placement | 0.00539 | 3770 | 5409 |
| global route | 0.00880 | 3580 | 5603 |
| global placement | 0.00537 | 3810 | 5409 |
-- metal layers --
| metal | global-route usage [%] | vias up | routed length, um |
|---|---|---|---|
| met2 | 66.8 | 4261 | 99100 |
| li1 | - | 16500 | - |
| met5 | 3.17 | - | 475 |
| met3 | 36.1 | 1418 | 46600 |
| met4 | 29.9 | 24 | 21300 |
| met1 | 67.3 | 21900 | 88100 |
-- kinds of logic (layout without fill, tap and decap cells) --
family	after synthesis	count (layout)	share of synthesized area, %
and+or+nand+nor	636	636	6.63
xor gates and xnor gates	8	8	0.139
other	0	14	0
DFF	992	992	49.4
AOI/OAI and AO/OA	1145	1145	17.1
buffers and inverters	437	527	4.21
muxes	1008	1008	22.6
-- report_power, final --
group / total, W / internal [W] / switching [W]
registers: 0.00419 / 0.00360 / 0.000587
logic: 0.00122 / 0.000643 / 0.000576
clock network: 0.00315 / 0.00185 / 0.00130
-- worst max-delay path by stage --
stage	from	end	slack (ps)	depth (start not counted)
after CTS	rd1_addr[1]	rd1_data[10]	3760	10
after global routing	rd1_addr[1]	rd1_data[10]	3580	10
final	rd1_addr[1]	rd1_data[31]	3440	10
-- layout make-up --
class | count | share of cell area (%)
Inverter | 8 | 0.0595
Multi-Input combinational cell | 2797 | 42.1
Tap cell | 1287 | 2.84
Sequential cell | 992 | 43.7
Timing Repair Buffer | 325 | 4.80
Antenna cell | 14 | 0.0617
Clock inverter | 45 | 0.930
Clock buffer | 149 | 5.53
Power and IR drop assume default switching activity.
