[flow/run.sh]
#!/bin/bash
# OpenROAD 26Q1-2900-gdf79404cd8, Yosys 0.63+post, stock flow scripts
make -C /OpenROAD-flow-scripts/flow DESIGN_CONFIG=/design/flow/config.mk WORK_HOME=/design/flow/orfs finish
[flow/config.mk]
export PLATFORM = sky130hd
export DESIGN_NAME = Hazard_unit
export DESIGN_NICKNAME = Hazard_unit
export VERILOG_FILES = /design/flow/design.v
export SDC_FILE = /design/flow/constraint.sdc
export NUM_CORES = 4
export LEC_CHECK = 1
export CORE_UTILIZATION = 30
[flow/constraint.sdc]
current_design Hazard_unit

set clk_period 14.0
set clk_io_pct 0.2

create_clock -name clk0 -period $clk_period [get_ports {clk}]

set non_clock_inputs [all_inputs -no_clocks]
set_input_delay [expr $clk_period * $clk_io_pct] -clock clk0 $non_clock_inputs
set_output_delay [expr $clk_period * $clk_io_pct] -clock clk0 [all_outputs]
[flow/design.v]
module Hazard_unit(
    input logic clk,
    input logic [4:0] decode_reg1,
    input logic [4:0] decode_reg2,
    input logic [4:0] execute_reg_check,  
    input logic [4:0] memory_reg,
    input logic [4:0] writeback_reg,
    input logic [31:0] memory_data,
    input logic [31:0] writeback_data,
    input logic [4:0] opcode,
    input logic halted,
    output logic hazard1,
    output logic hazard2,
    output logic [31:0] forward_data1,
    output logic [31:0] forward_data2,
    output logic stall
);
localparam ADD = 5'd0,
           SUB = 5'd1,
           AND = 5'd2,
           OR  = 5'd3,
           XOR = 5'd4,
           SLOG = 5'd5,
           SARI = 5'd6,
           ILTU = 5'd7,
           ILT = 5'd8,  
           EQ  = 5'd9,
           NEQ = 5'd10,
           ADDI= 5'd11,
           ANDI= 5'd12,
           ORI = 5'd13,
           XORI= 5'd14,
           SLOGI= 5'd15,
           SARII= 5'd16,
           ILTUI= 5'd17,
           ILTI = 5'd18,
           EQI = 5'd19,
           NEQI= 5'd20,
           LW = 5'd21,
           SW = 5'd22,
           BT = 5'd23,
           BF = 5'd24,
           JAL = 5'd25,
           JALR = 5'd26,
           LI = 5'd27,
           LUI = 5'd28,
           AUITPC = 5'd29,
           ECALL = 5'd30,
           EBREAK = 5'd31;
    logic [4:0] execute_reg1;
    logic [4:0] execute_reg2;
    logic [4:0] mem_opcode;
    logic [4:0] wb_opcode;
    always_ff @(posedge clk) begin
        if(halted) begin
        execute_reg1 <= execute_reg1;
        execute_reg2 <= execute_reg2;
        mem_opcode <= mem_opcode;
        wb_opcode <= wb_opcode;
        end else if(!stall) begin
        execute_reg1 <= decode_reg1;
        execute_reg2 <= decode_reg2;
        mem_opcode <= opcode;
        wb_opcode <= mem_opcode;
        end else begin
        execute_reg1 <= execute_reg1;
        execute_reg2 <= execute_reg2;
        mem_opcode <= opcode;
        wb_opcode <= mem_opcode;
        end
    end
    always_comb begin
        if (memory_reg != 0 && memory_reg == execute_reg1 && mem_opcode != SW && mem_opcode != BT && mem_opcode != BF && mem_opcode != EBREAK) begin
            forward_data1 = memory_data;
            hazard1 = 1'b1;
        end else if (writeback_reg != 0 && writeback_reg == execute_reg1 && wb_opcode != SW && wb_opcode != BT && wb_opcode != BF && wb_opcode != EBREAK) begin
            forward_data1 = writeback_data;
            hazard1 = 1'b1;
        end else begin
            forward_data1 = 32'b0;
            hazard1 = 1'b0;
        end
        if(memory_reg != 0 && memory_reg == execute_reg2 && mem_opcode != SW && mem_opcode != BT && mem_opcode != BF && mem_opcode != EBREAK) begin
            forward_data2 = memory_data;
            hazard2 = 1'b1;
        end else if (writeback_reg != 0 && writeback_reg == execute_reg2 && wb_opcode != SW && wb_opcode != BT && wb_opcode != BF && wb_opcode != EBREAK) begin
            forward_data2 = writeback_data;
            hazard2 = 1'b1;
        end else begin
            forward_data2 = 32'b0;
            hazard2 = 1'b0;
        end
        if(((opcode == LW) | (opcode == LI) | (opcode == LUI)) & 
           ((execute_reg_check == decode_reg1) | (execute_reg_check == decode_reg2))) begin
            stall = 1'b1;
        end else begin
            stall = 1'b0;
        end
    end
endmodule
==> impl_metrics.json <==
{
  "status": "finished clean",
  "core_um2": 7890,
  "yosysWarnings": 1,
  "p_leak_nw": 1.96,
  "die_w_um": 93.3,
  "die.size.y_um": 93.3,
  "power_frac_seq_pct": 34.7,
  "syn_area_per_cell_um2": 10.6,
  "finalHoldViolCount": 0,
  "post_cts_buffers": 0,
  "fin_skew_ns": 0.000144,
  "antenna_found_initial": 0,
  "insertion_delay_ns": 0.26,
  "layout_min_cycle_time_ns": 8.21,
  "dieArea_um2": 8710,
  "ys_sh_simple_pct": 23.2,
  "worstMarginPinSlew_ns": 0.803,
  "dr.pass1.iters": 4,
  "clk_pin_slew_ns": 0.08,
  "power_w": 0.000215,
  "place_hpwl_um": 5730,
  "grt_start_max_net_pins": 67,
  "overflow": 0,
  "start_kind": "input pin",
  "drt-total-wl_um": 7530,
  "ys_types": 26,
  "ff_latch_area_um2": 601,
  "relSlewSlack_pct": 46.2,
  "max_cap_violations": 0,
  "row_count": 32,
  "antenna-diode-count": 0,
  "cts_tree": "yes",
  "grt_pass1_vias": 2339,
  "cts_made_buffers": 3,
  "required_ns": 11.20,
  "synth_xor_xnor_area_share_pct": 10.9,
  "tns_ns": 0,
  "critPathArrivalTime_ns": 5.41,
  "cts_buffer_depth": 2,
  "powerDensity_nw_per_um2": 50.8,
  "ctsHoldBuffers": 0,
  "ios": 163,
  "viasPerCell": 4.85,
  "nFillCells": 731,
  "logic_area_um2": 1780,
  "finalCritPeriodShare_pct": 58.7,
  "synth-seq-area-share_pct": 24.0,
  "pwr-share-comb_pct": 38.9,
  "grt_usage_pct": 17.1,
  "ys_chip_area_um2": 2500,
  "sw_frac_of_total_pct": 22.9,
  "ys_sh_adder_pct": 0,
  "synthAoiAreaFrac_pct": 1.50,
  "vdd_drop_max_mv": 0.0778,
  "slew_viol_final": 0,
  "grt_pass1_wl_um": 11700,
  "tool_warnings": 25,
  "drtIter0Drc": 52,
  "max_freq_ghz": 0.122,
  "end_kind": "output pin",
  "power_frac_clock_pct": 26.4,
  "clock-sinks": 20,
  "cts_root_buf": "clkbuf_8",
  "htreeDepth": 1,
  "cts_resized": 0,
  "num_vias": 2371,
  "setup_viol": 0,
  "ys_cells": 235,
  "drc": 0,
  "postRouteAntennaNets": 0,
  "intPower_w": 0.000166,
  "syn_inst": 235,
  "port_buffers": 162,
  "syn2layout_area_growth_pct": 69.4,
  "place.gp.congestion": 0.789,
  "hp-class": "flop to flop",
  "fp_util_pct": 31.7,
  "muxShareOfSynthArea_pct": 34.8,
  "path_max_fanout": 33,
  "rsz0062_at_grt": "false",
  "avgRoutedWirePerCell_um": 15.4,
  "power_switching_w": 0.0000493,
  "synth_area_um2": 2500,
  "top_logic_kind": "multiplexers",
  "layout-drive-gt1-share_pct": 20.9,
  "worstSetupPathType": "input pin to output pin",
  "ys.flops": 20
}
cells by family (layout without fill, tap and decap cells):
kind of cell / Yosys count / count (layout)
buffers and inverters: 20 / 172
multiplexers: 64 / 64
XOR/XNOR: 31 / 31
flip-flops: 20 / 20
AND-OR/OR-AND: 6 / 6
AND/OR/NAND/NOR: 94 / 94
through the flow:
stage / hold WS (ns) / utilization [%] / area [um2] / setup WS (ns) / std cells
6_report: 0.471 / 53.7 / 4240 / 5.79 / 489
5_1_grt: 0.498 / 53.7 / 4240 / 5.64 / 489
4_1_cts: 0.477 / 53.7 / 4240 / 5.79 / 489
3_5_place_dp: 0.458 / 52.8 / 4170 / 5.82 / 485
3_3_place_gp: 0.443 / 52.8 / 4170 / 5.81 / 485
2_1_floorplan: 0.427 / - / 2500 / 7.07 / 235
Yosys cell counts (all sizes together):
cell,number,area [um2]
inv,1,3.75
mux2,64,871
xnor2,15,131
buf,11,109
or4b,2,20.0
and3,64,400
nor2b,2,12.5
or4,2,18.8
nand3,5,25.0
edfxtp,20,601
xor2,16,140
clkbuf,8,30.0
nand4,2,25.0
a21oi,3,18.8
nor3b,1,7.51
nor2,4,17.5
nand2,6,22.5
o21ai,3,18.8
nor3,6,30.0
sequential cells by signal, summed over array words and instances (netlist names):
name and cells:
execute_reg2 5, wb_opcode 5, execute_reg1 5, mem_opcode 5
power groups by stage:
stage	clock [W]	combinational [W]	sequential [W]
CTS	0.0000576	0.0000848	0.0000749
global route	0.0000587	0.0000903	0.0000756
finish	0.0000569	0.0000838	0.0000747
metal layers:
metal | global-route usage [%] | vias up | share of wire, %
met3 | 3.39 | 2 | 9.1
met4 | 0.897 | 0 | 0.25
met1 | 22.4 | 1092 | 43
li1 | - | 1174 | -
met2 | 30.8 | 103 | 47
met5 | 0 | - | 0
worst paths after layout:
kind | start | slack (ns) | to | cells past startpoint
worst min-delay path | mem_opcode[3] | 0.47 | wb_opcode[3] | 0
worst max-delay path | memory_reg[1] | 5.79 | forward_data2[27] | 8
worst max register to register | mem_opcode[4] | 13.33 | wb_opcode[4] | 0
worst min register to register | mem_opcode[3] | 0.47 | wb_opcode[3] | 0
worst max-delay path, cell delays in order:
cell and delay, ns:
clkdlybuf4s50_1 0.47, or4_1 0.55, nor2_1 0.10, a21oi_1 0.07, nand4_2 0.08, buf_4 0.51
mux2_2 0.41, clkdlybuf4s50_1 0.40
area by class of cell:
type	count	area share [%]
clock buffer	3	0.974
tap	102	3.01
inverter	1	0.0885
sequential	20	14.2
multi-input combinational	195	41.9
clock inverter	1	0.708
timing repair buffer	167	39.1
cells in the final DEF (no fill, tap or decap), types with 2 or more instances in the layout:
| master | count |
|---|---|
| clkdlybuf4s50_1 | 162 |
| and3_1 | 64 |
| mux2_4 | 40 |
| mux2_2 | 24 |
| edfxtp_1 | 20 |
| xor2_1 | 16 |
| xnor2_1 | 15 |
| nand2_1 | 6 |
| nand3_1 | 5 |
| buf_4 | 5 |
| nor3_1 | 4 |
| nor2_1 | 3 |
| clkbuf_8 | 3 |
| nor2b_1 | 2 |
| or4b_1 | 2 |
| nor3_2 | 2 |
| a21oi_1 | 2 |
| nand4_2 | 2 |
Power is estimated from default activity; no workload was simulated.
