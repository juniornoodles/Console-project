**flow/run.sh**
```bash
#!/bin/bash
# OpenROAD 26Q1-2900-gdf79404cd8, Yosys 0.63+post, stock flow scripts
make -C /OpenROAD-flow-scripts/flow DESIGN_CONFIG=/design/flow/config.mk WORK_HOME=/design/flow/orfs finish
```
**flow/config.mk**
```make
export PLATFORM = sky130hd
export DESIGN_NAME = alu
export DESIGN_NICKNAME = alu
export VERILOG_FILES = /design/flow/design.v
export SDC_FILE = /design/flow/constraint.sdc
export NUM_CORES = 4
export LEC_CHECK = 1
export CORE_UTILIZATION = 40
```
**flow/constraint.sdc**
```tcl
current_design alu

set clk_period 14.9
set clk_io_pct 0.2

create_clock -name clk0 -period $clk_period

set non_clock_inputs [all_inputs -no_clocks]
set_input_delay [expr $clk_period * $clk_io_pct] -clock clk0 $non_clock_inputs
set_output_delay [expr $clk_period * $clk_io_pct] -clock clk0 [all_outputs]
```
**flow/design.v**
```verilog
module alu(
    input logic [31:0] reg1, reg2,
    input logic [4:0] alu_op,
    output logic [31:0] result
);   
localparam ADD = 5'd0,
           SUB = 5'd1,
           AND = 5'd2,
           OR  = 5'd3,
           XOR = 5'd4,
           SLOG = 5'd5,
           SARI = 5'd6,
           ILTU = 5'd7,
           ILT = 5'd8,  
           EQ  = 5'd9,
           NEQ = 5'd10,
           ADDI= 5'd11,
           ANDI= 5'd12,
           ORI = 5'd13,
           XORI= 5'd14,
           SLOGI= 5'd15,
           SARII= 5'd16,
           ILTUI= 5'd17,
           ILTI = 5'd18,
           EQI = 5'd19,
           NEQI= 5'd20,
           LW = 5'd21,
           SW = 5'd22,
           BT = 5'd23,
           BF = 5'd24,
           JAL = 5'd25,
           JALR = 5'd26,
           LI = 5'd27,
           LUI = 5'd28,
           AUITPC = 5'd29,
           ECALL = 5'd30,
           EBREAK = 5'd31;
    always_comb begin 
            case(alu_op)
                ADD, ADDI,JALR: result = reg1 + reg2;
                SUB: result = reg1 - reg2;
                AND, ANDI: result = reg1 & reg2;
                OR, ORI: result = reg1 | reg2;
                XOR, XORI: result = reg1 ^ reg2;
                SLOG, SLOGI: result = $signed(reg2) > 0 ? $signed(reg1) >> reg2 : $signed(reg1) << ($signed(reg2)*-1);
                SARI, SARII: result = $signed(reg2) > 0 ? $signed(reg1) >>> reg2 : $signed(reg1) <<< ($signed(reg2)*-1);
                ILTU, ILTUI: result = {31'b0, reg1 < reg2};
                ILT, ILTI: result = {31'b0, $signed(reg1) < $signed(reg2)};
                EQI, EQ, BF: result = {31'b0, reg1 == reg2};
                NEQI, NEQ, BT: result = {31'b0, reg1 != reg2};
                default: result = reg1;
            endcase
    end
endmodule
```
==> impl_metrics.prom <==
# HELP chip_impl_metric Implementation results
# TYPE chip_impl_metric gauge
chip_impl_info{name="run_status",value="finished clean"} 1
chip_impl_metric{name="synthesis.instances",unit=""} 1633
chip_impl_metric{name="layout_min_cycle_time",unit="ns"} 11.10
chip_impl_metric{name="fillers",unit=""} 2803
chip_impl_metric{name="dpl.hpwl",unit="mm"} 48.4
chip_impl_metric{name="yosys_cells",unit=""} 1633
chip_impl_metric{name="synthDistinctLibCells",unit=""} 92
chip_impl_metric{name="number_of_global_route_vias_before_repair",unit=""} 12900
chip_impl_metric{name="layout-drive-gt1-share",unit="%"} 9.38
chip_impl_metric{name="grt_overflow_total",unit=""} 0
chip_impl_metric{name="chipArea",unit="sq mm"} 0.0281
chip_impl_metric{name="clock_power_share",unit="%"} 0
chip_impl_metric{name="cp.buffers_inverters",unit=""} 5
chip_impl_metric{name="seq_power_share",unit="%"} 0
chip_impl_metric{name="core_area",unit="sq mm"} 0.0270
chip_impl_metric{name="floorplan.core_util",unit="%"} 40.7
chip_impl_metric{name="slew_violations",unit=""} 0
chip_impl_info{name="cpMaxStageDelayCell",value="sky130_fd_sc_hd__a2111oi_0"} 1
chip_impl_metric{name="intPower",unit="mW"} 0.184
chip_impl_info{name="critPathCaptureType",value="primary output"} 1
chip_impl_metric{name="layoutNonFillerInstCount",unit=""} 1994
chip_impl_metric{name="grt_start_max_net_pins",unit=""} 61
chip_impl_metric{name="area_of_placed_instances",unit="sq mm"} 0.0123
chip_impl_metric{name="synth.yosys.chip_area",unit="sq mm"} 0.0110
chip_impl_metric{name="slew_hr",unit="%"} 40.5
chip_impl_metric{name="netlist_area",unit="sq mm"} 0.0110
chip_impl_metric{name="finalSetupTns",unit="ns"} 0
chip_impl_metric{name="grt_usage",unit="%"} 43.7
chip_impl_metric{name="area_delta_synth_final",unit="%"} 12.4
chip_impl_metric{name="swShare",unit="%"} 63.0
chip_impl_info{name="cpLargestDelayFamily",value="buffers and inverters"} 1
chip_impl_metric{name="nFlopsAndLatches",unit=""} 0
chip_impl_metric{name="critical_path_fanout_max",unit=""} 22
chip_impl_metric{name="drc",unit=""} 0
chip_impl_metric{name="floorplan.die.height",unit="microns"} 168
chip_impl_metric{name="tightestPinTransition",unit="ns"} 0.884
chip_impl_metric{name="drtPass1Iterations",unit=""} 6
chip_impl_metric{name="worstPathArrival",unit="ns"} 8.12
chip_impl_metric{name="finalSetupViolations",unit=""} 0
chip_impl_metric{name="post_layout_period_usage",unit="%"} 74.5
chip_impl_metric{name="dieWidth",unit="microns"} 168
chip_impl_metric{name="highest_clock_rate",unit="MHz"} 90.1
chip_impl_metric{name="vias",unit=""} 14200
chip_impl_info{name="hold_path_class",value="in -> out"} 1
chip_impl_metric{name="grt_first_pass_wirelength",unit="mm"} 88.8
chip_impl_metric{name="antenna_cells_inserted",unit=""} 0
chip_impl_metric{name="power_density",unit="mW/mm^2"} 40.4
chip_impl_metric{name="power_leakage",unit="nW"} 4.68
chip_impl_metric{name="final_instance_area",unit="sq mm"} 0.0123
chip_impl_info{name="crit_path_start_kind",value="input pin"} 1
chip_impl_metric{name="grt_antenna_before_repair",unit=""} 0
chip_impl_metric{name="placementRows",unit=""} 60
chip_impl_metric{name="wirelength",unit="mm"} 61.6
chip_impl_metric{name="power.ir.vdd_worst",unit="mV"} 0.0175
chip_impl_metric{name="io_pins",unit=""} 101
chip_impl_metric{name="cts_resized",unit=""} 0
chip_impl_info{name="rsz_0062_raised_after_global_routing",value="false"} 1
chip_impl_metric{name="crit_path_max_incr_delay",unit="ns"} 0.66
chip_impl_metric{name="mean_number_of_vias_per_cell",unit=""} 7.10
chip_impl_metric{name="layout.area.seq",unit="sq um"} 0
chip_impl_metric{name="tally_of_yosys_warning_messages",unit=""} 1
chip_impl_metric{name="net-switching-power",unit="mW"} 0.313
chip_impl_metric{name="syn-mean-instance-area",unit="sq um"} 6.72
chip_impl_metric{name="power_frac_comb",unit="%"} 100.0
chip_impl_metric{name="cap_viol_max_count",unit=""} 0
chip_impl_metric{name="ant_nets",unit=""} 0
chip_impl_info{name="critical_path_class",value="in -> out"} 1
chip_impl_metric{name="wl_per_cell",unit="microns"} 30.9
chip_impl_metric{name="placedCellCount",unit=""} 1994
chip_impl_metric{name="holdBufCountCts",unit=""} 0
chip_impl_metric{name="detail_route.iter0.violations",unit=""} 1762
chip_impl_metric{name="wp_data_required",unit="ns"} 11.92
chip_impl_metric{name="synth_seq_share",unit="%"} 0
chip_impl_metric{name="finalHoldViolCount",unit=""} 0
chip_impl_metric{name="buffer_ports.inserted",unit=""} 101
chip_impl_metric{name="place.gp.congestion",unit=""} 1.13
chip_impl_metric{name="post_cts.repair.setup_buffers",unit=""} 0
chip_impl_metric{name="n_clock_buffer",unit=""} 0
chip_impl_metric{name="log.warning_count",unit=""} 96
chip_impl_info{name="crit_path_cell_trace",value="clkdlybuf4s50_1, buf_4, inv_1, ha_1, inv_1, a2111oi_0, a211oi_1, nor4b_1, or3_1, nor4b_1, a211oi_1, nor2_1, or3_1, o211ai_1, clkdlybuf4s50_1"} 1
## layout make-up
cell class                      instances  area (sq um)  area share [%]
Timing Repair Buffer                  156          1410            11.4
Inverter                              101           379            3.08
Tap cell                              341           427            3.46
Multi-Input combinational cell       1396         10100            82.0
## power groups by stage
| stage | sequential, mW | combinational (mW) | clock (mW) |
|---|---|---|---|
| 4_1_cts | 0 | 0.482 | 0 |
| 5_1_grt | 0 | 0.522 | 0 |
| 6_report | 0 | 0.498 | 0 |
## final timing paths
| kind | from | end | depth (start not counted) |
|---|---|---|---|
| setup / recovery | reg2[5] | result[0] | 15 |
| hold / removal | reg1[10] | result[10] | 5 |
## synth_stat cells, types with 23 or more instances
master	n	area share, %
sky130_fd_sc_hd__a211oi_1	35	2.4
sky130_fd_sc_hd__a21oi_1	172	7.8
sky130_fd_sc_hd__a221oi_1	25	2.0
sky130_fd_sc_hd__clkbuf_1	107	3.7
sky130_fd_sc_hd__ha_1	97	11
sky130_fd_sc_hd__inv_1	98	3.4
sky130_fd_sc_hd__mux2i_1	67	6.1
sky130_fd_sc_hd__mux4_2	42	8.6
sky130_fd_sc_hd__nand2_1	149	5.1
sky130_fd_sc_hd__nand3_1	28	1.3
sky130_fd_sc_hd__nor2_1	136	4.7
sky130_fd_sc_hd__nor3_1	53	2.4
sky130_fd_sc_hd__nor4_1	24	1.4
sky130_fd_sc_hd__o211ai_1	28	1.9
sky130_fd_sc_hd__o21ai_0	126	5.7
sky130_fd_sc_hd__o22ai_1	23	1.3
sky130_fd_sc_hd__xnor2_1	26	2.1
## stage by stage
step | total power [mW] | setup WS, ns | utilization, % | hold WS, ns
3_3_place_gp | 0.483 | 3.92 | 45.7 | 7.11
5_1_grt | 0.522 | 3.47 | 45.7 | 7.14
2_1_floorplan | 0.282 | 5.35 | - | 6.04
4_1_cts | 0.482 | 3.93 | 45.7 | 7.12
6_report | 0.498 | 3.80 | 45.7 | 7.11
3_5_place_dp | 0.479 | 3.95 | 45.7 | 7.12
## placed cells by master, fill, tap and decap left out, types with 24 or more instances in the layout
cell type                         instances
sky130_fd_sc_hd__clkdlybuf4s50_1         98
sky130_fd_sc_hd__a211oi_1                35
sky130_fd_sc_hd__nand2_1                149
sky130_fd_sc_hd__nand3_1                 28
sky130_fd_sc_hd__mux2i_1                 67
sky130_fd_sc_hd__ha_1                    97
sky130_fd_sc_hd__nor3_1                  53
sky130_fd_sc_hd__o21ai_0                125
sky130_fd_sc_hd__o211ai_1                28
sky130_fd_sc_hd__xnor2_1                 24
sky130_fd_sc_hd__mux4_2                  42
sky130_fd_sc_hd__inv_1                   98
sky130_fd_sc_hd__nor2_1                 135
sky130_fd_sc_hd__buf_4                   56
sky130_fd_sc_hd__a21oi_1                172
sky130_fd_sc_hd__a221oi_1                25
## cells by family (layout without fill, tap and decap cells)
group	after synthesis	after routing	share of synthesized area, %
compound gates	642	642	39.1
xor+xnor	28	28	2.24
fa+ha+maj	99	99	11.4
buf+inv	237	257	8.36
mux	113	113	15.1
simple gates	514	514	23.8
## routing by layer
| metal | global-route usage, % | vias up | part of all wire [%] |
|---|---|---|---|
| met5 | 2.26 | - | 0.14 |
| met2 | 66.1 | 948 | 43 |
| met4 | 25.2 | 2 | 7.3 |
| li1 | - | 6307 | - |
| met3 | 7.70 | 211 | 9.3 |
| met1 | 58.8 | 6697 | 40 |
Power is estimated from default activity; no workload was simulated.
